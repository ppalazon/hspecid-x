## flow/run.sh

```bash
#!/bin/bash
# OpenROAD 26Q1-2900-gdf79404cd8, Yosys 0.63+post, stock flow scripts
make -C /OpenROAD-flow-scripts/flow DESIGN_CONFIG=/design/flow/config.mk WORK_HOME=/design/flow/orfs finish
```

## flow/config.mk

```make
export PLATFORM = sky130hd
export DESIGN_NAME = hsid_sq_df_acc
export DESIGN_NICKNAME = hsid_sq_df_acc
export VERILOG_FILES = /design/flow/design.v
export SDC_FILE = /design/flow/constraint.sdc
export NUM_CORES = 4
export LEC_CHECK = 1
export CORE_UTILIZATION = 40
```

## flow/constraint.sdc

```tcl
current_design hsid_sq_df_acc

set clk_period 17.7
set clk_io_pct 0.2

create_clock -name clk0 -period $clk_period [get_ports {clk}]

set non_clock_inputs [all_inputs -no_clocks]
set_input_delay [expr $clk_period * $clk_io_pct] -clock clk0 $non_clock_inputs
set_output_delay [expr $clk_period * $clk_io_pct] -clock clk0 [all_outputs]
```

## flow/design.v

```verilog
`timescale 1ns / 1ps
package hsid_pkg;
  localparam int HSID_WORD_WIDTH = 32;  
  localparam int HSID_DATA_WIDTH = 16;  
  localparam int HSID_DATA_WIDTH_MUL = 32;  
  localparam int HSID_DATA_WIDTH_ACC = 40;  
  localparam int HSID_HSP_BANDS_WIDTH = 7;  
  localparam int HSID_HSP_LIBRARY_WIDTH = 6;  
  localparam int HSID_FIFO_ADDR_WIDTH = 2;  
  localparam int HSID_MEM_ACCESS_WIDTH = HSID_HSP_BANDS_WIDTH + HSID_HSP_LIBRARY_WIDTH;  
  typedef enum logic [3:0] {
    HM_IDLE, HM_CLEAR, HM_CONFIG, HM_ERROR, HM_READ_HSP_CAPTURED,
    HM_COMPUTE_MSE, HM_WAIT_MSE, HM_COMPARE_MSE, HM_DONE
  } hsid_main_state_t;
  typedef enum logic [3:0] {
    HXT_IDLE, HXT_CLEAR, HXT_CONFIG, HXT_START_READ_CAPTURED, HXT_READ_CAPTURED, HXT_START_READ_LIBRARY, HXT_READ_LIBRARY
  } hsid_x_top_t;
  typedef enum logic [2:0] {
    HXOM_IDLE, HXOM_INIT, HXOM_READING, HXOM_DONE, HXOM_CLEAR
  } hsid_x_obi_mem_state_t;
  typedef enum logic [2:0] {
    HID_IDLE, HID_COMPUTE, HID_CHECK, HID_DONE, HID_CLEAR
  } hsid_ite_div_state_t;
endpackage
package hsid_x_obi_inf_pkg;
  typedef struct packed {
    logic        req;
    logic        we;
    logic [3:0]  be;
    logic [31:0] addr;
    logic [31:0] wdata;
  } obi_req_t;
  typedef struct packed {
    logic        gnt;
    logic        rvalid;
    logic [31:0] rdata;
  } obi_resp_t;
endpackage
package hsid_x_reg_pkg;
  typedef struct packed {
    logic        valid;
    logic        write;
    logic [3:0]  wstrb;
    logic [31:0] addr;
    logic [31:0] wdata;
  } reg_req_t;
  typedef struct packed {
    logic        error;
    logic        ready;
    logic [31:0] rdata;
  } reg_rsp_t;
endpackage
`timescale 1ns / 1ps
import hsid_pkg::*;
module hsid_sq_df_acc #(
    parameter DATA_WIDTH = HSID_DATA_WIDTH,   
    parameter DATA_WIDTH_MUL = HSID_DATA_WIDTH_MUL,  
    parameter DATA_WIDTH_ACC = HSID_DATA_WIDTH_ACC  
  ) (
    input logic clk,
    input logic rst_n,
    input logic clear,
    input logic initial_acc_en,  
    input logic [DATA_WIDTH_ACC-1:0] initial_acc,  
    input logic data_in_valid,  
    input logic [DATA_WIDTH-1:0] data_in_a,  
    input logic [DATA_WIDTH-1:0] data_in_b,  
    input logic data_in_last,
    output logic acc_valid,  
    output logic [DATA_WIDTH_ACC-1:0] acc_value,  
    output logic acc_last,  
    output logic acc_of  
  );
  logic stage_1_en, stage_2_en;  
  logic acc_1_en, acc_2_en;  
  logic [DATA_WIDTH_ACC-1:0] acc_1, acc_2;  
  logic last_1, last_2;  
  logic signed [DATA_WIDTH:0] diff;  
  logic [DATA_WIDTH_MUL-1:0] mult;  
  logic [DATA_WIDTH_ACC:0] acc_w_of;  
  logic acc_reg_of;  
  assign acc_of = acc_reg_of || acc_w_of[DATA_WIDTH_ACC];  
  assign acc_value = acc_w_of[DATA_WIDTH_ACC-1:0];  
  always @(posedge clk or negedge rst_n) begin
    if (!rst_n) begin
      reset_values();
    end else begin
      if (clear) begin
        reset_values();
      end else begin
        if (data_in_valid) begin : diff_stage
          stage_1_en <= 1;
          acc_1_en <= initial_acc_en;  
          acc_1 <= initial_acc;  
          last_1 <= data_in_last;  
          diff <= data_in_a - data_in_b;  
        end else begin
          stage_1_en <= 0;  
        end
        if (stage_1_en) begin : square_diff_stage
          stage_2_en <= 1;
          acc_2_en <= acc_1_en;  
          acc_2 <= acc_1;  
          last_2 <= last_1;  
          mult <= diff * diff;  
        end else begin
          stage_2_en <= 0;  
        end
        if (stage_2_en) begin : accumulate_stage
          acc_valid <= 1;  
          acc_last <= last_2;  
          if(acc_2_en) begin
            acc_reg_of <= 0;
            acc_w_of <= acc_2 + mult;  
          end else begin
            if (acc_w_of[DATA_WIDTH_ACC]) begin
              acc_reg_of <= 1;  
            end
            acc_w_of <= acc_w_of + mult;  
          end
        end else begin
          acc_valid <= 0;  
          acc_last <= 0;  
        end
      end
    end
  end
  task reset_values();
    diff <= 0;  
    mult <= 0;  
    stage_1_en <= 0;  
    stage_2_en <= 0;  
    acc_1 <= 0;  
    acc_2 <= 0;  
    acc_1_en <= 0;  
    acc_2_en <= 0;  
    last_1 <= 0;  
    last_2 <= 0;  
    acc_w_of <= 0;  
    acc_reg_of <= 0;  
    acc_last <= 0;  
    acc_valid <= 0;  
  endtask
endmodule
```

==> summary.txt <==
Purpose: to document the outcome of synthesis and place and route.

Timing
After layout, the minimum clock period comes to 6.87 ns. Setup repair after global routing left no endpoint under its margin. The relative max-transition margin is 43.8%. For the final database, setup skew stands at 0.0160 ns. The final-report max-slew violation count is 0. The final layout reports a setup TNS of 0 ns. For the pin with the worst max-slew slack, the measured transition is 0.836 ns. Of the available clock period, the critical path in the final layout requires 38.8%. The top achievable clock speed is 146 MHz. The setup slack of the critical path after layout is 10.83 ns. The final hold violation count is 0.

The final timing report counts setup violations totalling 0.

Clock network
The buffer depth of the longest clock path is 2. After clock tree synthesis, the repair step resized 0 gates. On the worst setup and hold paths after CTS, the clock-pin slew comes to 0.08 ns. The number of hold buffers added after CTS was 0.

The number of buffers added by the clock tree synthesis step is 17. The number of buffers inserted to repair setup after CTS is 0. The tree is rooted in a clkbuf_16.

TritonCTS built the clock tree. In this run the number of H-tree levels came out at 4. The later pin in the worst-skew pair is clocked with a latency of 0.46 ns. The CTS sink count is 178.

Routing
The via density per instance is 4.99. The routed via count is 13896. The first-pass iteration count of the detailed router is 5.

TritonRoute output was used to compute an average wire per cell of 15.7 um. The final routed DRC violation total is 0. The wire length reported by the detailed router is 43.8 mm. The first routing iteration left 673 violations. The number of antenna diodes in the final layout is 0. Once detail routing completed, the nets flagged for antenna violations numbered 0.

Critical path
STA classifies the critical path endpoint as a flop. Measured in cells, the most critical reg-to-reg path has a length of 23. The worst-path maximum fanout is 19. Across all register-to-register paths, the minimum setup slack is 10.83 ns.

The capture point of the worst register-to-register path is recorded as mult[30]. The endpoint arrival time on the critical path is 7.20 ns. The critical path required time is 18.03 ns. The critical path is of the reg -> reg type. The critical path contains buffers and inverters numbering 6 combined. The cell at the slowest stage of the critical path is dfrtp_1. The worst setup path is launched from a flop. The cell sequence reported for the critical path is and2_1, inv_1, fa_1, inv_1, fa_1, inv_1, fa_1, inv_1, fa_1, fa_1, inv_1, fa_1, inv_1, ha_1, and3_1, nand3_1, o21ai_0, o41ai_2, o31a_1, o31ai_1, a221oi_1, xnor2_1, a22o_1. The worst stage delay on the critical path is 0.84 ns.

The family of cells with the greatest summed delay on the critical path is adder cells. The launch point of the worst reg-to-reg path is diff[7].

Placed design
During placement, the flow inserted port buffers numbering 120. According to the dpl log, the detail-placed design has an HPWL of 34.4 mm. Summing all placed instances gives a cell area of 21300 sq um. Logged for this run, the post-placement worst setup slack is 10.89 ns. The congestion estimate from routability-driven global placement came to 0.918.

Floorplanning
The initial core utilization is 40.6%. The horizontal die dimension is 225 um. The total die size is 50400 sq um.

The number of core rows is 81. The die is 225 um tall. The number of top-level pins is 121.

The region available for standard cell placement spans 48800 sq um.

Layout
Per the run report, area growth between synthesis and finish was 10.8%. The design area is 21900 sq um. Per the final layout report, the fraction of cells sized above drive strength 1 comes to 4.95%.

Min path
The instance count along the most critical hold path is 2. The path with the worst hold slack has its endpoint at acc_2[30]. Per the hold report, the tightest min-delay path originates at acc_2[30].

The type recorded for the worst min-delay path is reg -> reg.

Logic synthesis
The sequential-to-total area share from yosys stat is 22.5%. The largest area contributor in the netlist is fa_1. Ranked by total cell area, the synthesized netlist is headed by fa_1 26%, dfrtp_1 22%, ha_1 8.5%, inv_1 6.9%, mux2i_1 6.6%.

The total of warnings raised by yosys is 1. A synthesized cell averages 9.55 sq um. Once synthesis finished, the tally of register bits stood at 178. Per the synthesis report, the number of distinct cell types is 65. The post-synthesis cell count is 2075. The cell area that synthesis handed to floorplanning was 19800 sq um.

The leading register cell type out of synthesis is dfrtp_1. For reference, the top cells by count after synthesis are 363 x inv_1, 256 x fa_1, 200 x nor2_1. After synthesis, the design contains 2075 cells according to Yosys. After synthesis, the share of flip-flops with an asynchronous set or reset is 100%. In this run the biggest area consumer among cell types represents 25.9% of the synthesized area. The dominant cell by count in the synthesized netlist is inv_1. The summed standard-cell area reported by yosys is 19800 sq um. Yosys mapped a number of flops with a built-in enable equal to 0.

Global route
The first global-routing pass estimated 75.2 mm of wire. The via count of the first global-routing pass was 14708. The global-route congestion overflow total is 0.

Entering global routing, the biggest net connects 88 pins. The overall fraction of global-route tracks in use is 19.7%. The number of antenna violations at the first check in global routing is 1.

Run
The number of max-capacitance violations reported is 0. The number of OpenROAD warnings is 30.

Power
The power density of the placed cells is 87.0 nW/um^2. The total design power is 1.91 mW. The leakage power figure is 11.1 nW. Per the power-grid run, VDD falls by no more than 0.0791 mV.

Outcome
The run finished with clean final reports.
-- worst max-delay path by stage --
stage / startpoint / to / slack (ns) / depth (start not counted)
finish: diff[7] / mult[30] / 10.83 / 23
CTS: diff[7] / mult[30] / 10.84 / 23
global route: diff[7] / mult[30] / 10.39 / 23
-- cells in the final DEF, fill, tap and decap left out, types with 37 or more instances in the layout --
cell type / count
a21oi_1: 71
and2_1: 51
clkdlybuf4s50_1: 117
dfrtp_1: 175
fa_1: 256
ha_1: 135
inv_1: 363
mux2_2: 37
mux2i_1: 131
nand2_1: 132
nor2_1: 200
o21ai_0: 39
xnor2_1: 53
-- worst min-delay path: cells and delay by family (launching register included) --
family	cells	cell delay, ns
AND/OR/NAND/NOR	1	0.08
flip-flops	1	0.34
multiplexers	1	0.07
-- through the flow --
stage	hold WS (ns)	utilization [%]	std cells
finish	0.519	44.9	2784
global route	0.542	44.9	2784
CTS	0.524	44.9	2784
detailed placement	0.507	43.7	2752
global placement	0.502	43.7	2752
floorplan	0.472	-	2075
-- flip-flops by register name, indices dropped and copies added (netlist names), 17 cells and up --
| signal | cells |
|---|---|
| diff | 17 |
| acc_1 | 40 |
| mult | 31 |
| acc_w_of | 41 |
| acc_2 | 40 |
-- cell families (layout without fill, tap and decap cells) --
logic type | after synthesis | count (layout) | synth area share (%)
AND-OR/OR-AND | 257 | 257 | 8.80
XOR/XNOR | 82 | 82 | 3.63
adder cells (fa/ha/maj) | 391 | 391 | 34.4
buffers and inverters | 484 | 529 | 9.93
flip-flops | 178 | 178 | 22.5
multiplexers | 169 | 169 | 8.80
AND/OR/NAND/NOR | 514 | 514 | 12.0
-- power by group --
| part | internal [mW] | switching, mW | total (mW) |
|---|---|---|---|
| registers | 0.441 | 0.0444 | 0.485 |
| logic | 0.448 | 0.580 | 1.03 |
| clock network | 0.219 | 0.178 | 0.397 |
-- per-layer routing --
metal	track usage (%)	part of all wire [%]	wire length, um
met1	29.2	44	19300
met2	32.3	50	21700
met3	3.91	4.9	2140
met4	2.30	1.4	597
met5	0	0	0
-- cell type report --
class                      instances  area, sq um
timing repair buffer             132         1290
multi-input combinational       1413        13400
sequential                       178         4460
fill                            4654        26900
inverter                         365         1370
clock inverter                    12          145
tap                              664          831
clock buffer                      20          457
Power figures rest on the tool's default switching activity, not on a simulated workload.
