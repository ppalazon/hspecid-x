$ cat ./run.sh
#!/bin/bash
# OpenROAD 26Q1-2900-gdf79404cd8, Yosys 0.63+post, stock flow scripts
make -C /OpenROAD-flow-scripts/flow DESIGN_CONFIG=/design/flow/config.mk WORK_HOME=/design/flow/orfs finish
$ cat ./config.mk
export PLATFORM = sky130hd
export DESIGN_NAME = hsid_mse_comp
export DESIGN_NICKNAME = hsid_mse_comp
export VERILOG_FILES = /design/flow/design.v
export SDC_FILE = /design/flow/constraint.sdc
export NUM_CORES = 4
export LEC_CHECK = 1
export CORE_UTILIZATION = 50
$ cat ./constraint.sdc
current_design hsid_mse_comp

set clk_period 6.4
set clk_io_pct 0.2

create_clock -name clk0 -period $clk_period [get_ports {clk}]

set non_clock_inputs [all_inputs -no_clocks]
set_input_delay [expr $clk_period * $clk_io_pct] -clock clk0 $non_clock_inputs
set_output_delay [expr $clk_period * $clk_io_pct] -clock clk0 [all_outputs]
$ cat ./design.v
`timescale 1ns / 1ps
package hsid_pkg;
  localparam int HSID_WORD_WIDTH = 32;  
  localparam int HSID_DATA_WIDTH = 16;  
  localparam int HSID_DATA_WIDTH_MUL = 32;  
  localparam int HSID_DATA_WIDTH_ACC = 40;  
  localparam int HSID_HSP_BANDS_WIDTH = 7;  
  localparam int HSID_HSP_LIBRARY_WIDTH = 6;  
  localparam int HSID_FIFO_ADDR_WIDTH = 2;  
  localparam int HSID_MEM_ACCESS_WIDTH = HSID_HSP_BANDS_WIDTH + HSID_HSP_LIBRARY_WIDTH;  
  typedef enum logic [3:0] {
    HM_IDLE, HM_CLEAR, HM_CONFIG, HM_ERROR, HM_READ_HSP_CAPTURED,
    HM_COMPUTE_MSE, HM_WAIT_MSE, HM_COMPARE_MSE, HM_DONE
  } hsid_main_state_t;
  typedef enum logic [3:0] {
    HXT_IDLE, HXT_CLEAR, HXT_CONFIG, HXT_START_READ_CAPTURED, HXT_READ_CAPTURED, HXT_START_READ_LIBRARY, HXT_READ_LIBRARY
  } hsid_x_top_t;
  typedef enum logic [2:0] {
    HXOM_IDLE, HXOM_INIT, HXOM_READING, HXOM_DONE, HXOM_CLEAR
  } hsid_x_obi_mem_state_t;
  typedef enum logic [2:0] {
    HID_IDLE, HID_COMPUTE, HID_CHECK, HID_DONE, HID_CLEAR
  } hsid_ite_div_state_t;
endpackage
package hsid_x_obi_inf_pkg;
  typedef struct packed {
    logic        req;
    logic        we;
    logic [3:0]  be;
    logic [31:0] addr;
    logic [31:0] wdata;
  } obi_req_t;
  typedef struct packed {
    logic        gnt;
    logic        rvalid;
    logic [31:0] rdata;
  } obi_resp_t;
endpackage
package hsid_x_reg_pkg;
  typedef struct packed {
    logic        valid;
    logic        write;
    logic [3:0]  wstrb;
    logic [31:0] addr;
    logic [31:0] wdata;
  } reg_req_t;
  typedef struct packed {
    logic        error;
    logic        ready;
    logic [31:0] rdata;
  } reg_rsp_t;
endpackage
`timescale 1ns / 1ps
import hsid_pkg::*;
module hsid_mse_comp #(
    parameter WORD_WIDTH = HSID_WORD_WIDTH,   
    parameter HSP_LIBRARY_WIDTH = HSID_HSP_LIBRARY_WIDTH   
  ) (
    input logic clk,
    input logic rst_n,
    input logic clear,
    input logic mse_in_valid,   
    input logic mse_in_of,
    input logic [WORD_WIDTH-1:0] mse_in_value,   
    input logic [HSP_LIBRARY_WIDTH-1:0] mse_in_ref,
    output logic mse_out_valid,   
    output logic [WORD_WIDTH-1:0] mse_min_value,
    output logic [HSP_LIBRARY_WIDTH-1:0] mse_min_ref,
    output logic mse_min_changed,
    output logic [WORD_WIDTH-1:0] mse_max_value,
    output logic [HSP_LIBRARY_WIDTH-1:0] mse_max_ref,
    output logic mse_max_changed
  );
  always @(posedge clk or negedge rst_n) begin
    if (!rst_n) begin
      mse_clear();   
    end else begin
      if (clear) begin
        mse_clear();   
      end else begin
        if (mse_in_valid) begin
          mse_out_valid <= 1;
          if (!mse_in_of) begin
            if (mse_in_value <= mse_min_value) begin
              mse_min_changed <= 1;   
              mse_min_ref <= mse_in_ref;   
              mse_min_value <= mse_in_value;   
            end else begin
              mse_min_changed <= 0;   
            end
            if (mse_in_value >= mse_max_value) begin
              mse_max_changed <= 1;   
              mse_max_ref <= mse_in_ref;   
              mse_max_value <= mse_in_value;   
            end else begin
              mse_max_changed <= 0;   
            end
          end else begin
            mse_min_changed <= 0;
            mse_max_changed <= 0;
          end
        end else begin
          mse_out_valid <= 0;   
          mse_min_changed <= 0;
          mse_max_changed <= 0;
        end
      end
    end
  end
  task mse_clear();
    begin
      mse_min_value <= 32'hFFFFFFFF;   
      mse_max_value <= '0;   
      mse_out_valid <= 0;   
      mse_min_ref <= '0;   
      mse_max_ref <= '0;   
      mse_min_changed <= 0;   
      mse_max_changed <= 0;   
    end
  endtask
endmodule
==> impl_results.rst <==
Synthesis and place-and-route
=============================

.. list-table::
   :header-rows: 1

   * - Metric
     - Value
   * - Dominant Register Cell
     - sky130_fd_sc_hd__dfrtp_1
   * - Net switching component of the power
     - 0.3269 mW
   * - Final cell count without fillers
     - 808
   * - Max H-tree Level
     - 3
   * - Post-CTS Setup Repair Bufs
     - 0
   * - Netlist Area Pre-Place
     - 5341 um2
   * - Post-DR vias/cell
     - 5.093
   * - DRC violations left
     - 0
   * - Number of pins exceeding their max-slew limit in the final report
     - 0
   * - Maximum VDD drop
     - 0.08614 mV
   * - Number of cells upsized or downsized after cts
     - 0
   * - Share of flip-flops with an asynchronous set or reset after synthesis
     - 100.0%
   * - Transition at the pin with the smallest max-transition slack
     - 661.0 ps
   * - Count of buffers inserted at the top-level ports
     - 121
   * - Flip-flops with a built-in enable
     - 0
   * - Number of logged tool warnings
     - 26
   * - Post-route clock skew
     - 9.563 ps
   * - Share of the yosys chip area belonging to registers
     - 37.76%
   * - Clk slew on worst S/H paths
     - 90 ps
   * - Yosys stat cell total
     - 555
   * - Wirelength per Cell
     - 14.40 um
   * - Warnings from Yosys
     - 1
   * - Synth top area share
     - 22.02%
   * - Setup repair after global routing missed its margin
     - false
   * - Number of setup violations in the final report
     - 0
   * - Chip area from the yosys synthesis statistics
     - 5341 um2
   * - Number of buffers created by CTS
     - 9
   * - ANT nets after route
     - 0
   * - Part of the total power dissipated in the clock network
     - 29.7%
   * - Cell count after placement
     - 792
   * - Global-route usage over all layers
     - 22.78%
   * - Final Cycle Share
     - 65.85%
   * - Standard cell core area
     - 10320 um2
   * - Remaining global-route overflow
     - 0
   * - Antenna diode count
     - 0
   * - Fraction of power consumed by combinational cells
     - 22.1%
   * - Synthesized registers
     - 79
   * - Critical path buffer and inverter count
     - 3
   * - Number of cell rows
     - 37
   * - Sum of net half-perimeters after detailed placement
     - 8562 um
   * - Launching element of the worst setup path
     - mse_in_value[0]
   * - Hold violation count in the final report
     - 0
   * - Maximum single-stage delay on the critical path
     - 700 ps
   * - Layout cell share with drive strength beyond 1
     - 8.333%
   * - Largest net degree at the start of global routing
     - 78
   * - Arrival time at the worst endpoint
     - 4490 ps
   * - TritonCTS Sinks
     - 79
   * - Gate count after technology mapping
     - 555
   * - Internal power contribution
     - 0.8240 mW
   * - Static leakage power
     - 3.284 nW
   * - Startpoint of the most critical hold path
     - mse_min_value[18]$_DFFE_PN1P_
   * - Maximum clock insertion buffer count
     - 2
   * - Number of top-level pins
     - 122
   * - Number of detailed-routing iterations run before antenna repair
     - 6
   * - Category of cells accounting for the largest share of critical-path delay
     - AND-OR/OR-AND gates
   * - Run status
     - finished, final reports clean
   * - Die Footprint
     - 11100 um2
   * - Core Util at FP
     - 51.74%
   * - Number of antenna violations at the first check in global routing
     - 0
   * - Number of global-route vias before repair
     - 3980
   * - Biggest fanout along the worst timing path
     - 20
   * - Mean post-synth cell area
     - 9.624 um2
   * - Fraction of power spent switching nets
     - 28.40%
   * - Sum of negative setup slack
     - 0 ps
   * - Beginning of the worst register-to-register path
     - mse_min_value[29]$_DFFE_PN1P_
   * - Die Span Y
     - 105.4 um
   * - Root buffer selected by CTS
     - sky130_fd_sc_hd__clkbuf_8
   * - Total power consumption of the routed design
     - 1.151 mW
   * - Required time reported for the critical path endpoint
     - 6670 ps
   * - Post-layout min period
     - 4215 ps
   * - Routed via count
     - 4115
   * - Count of routing violations after the opening detailed-route iteration
     - 144
   * - Cts hold-fix bufs
     - 0
   * - DIE WIDTH
     - 105.4 um
   * - Total routed wirelength
     - 11640 um
   * - Layout overhead on the synthesized area
     - 26.59%
   * - Min-delay worst type
     - flip-flop to flip-flop
   * - Startpoint type of the worst setup path
     - primary input
   * - Hold_ws
     - 522.6 ps
   * - Fill cell total of the finished layout
     - 812
   * - Crit Path Category
     - primary input to flip-flop
   * - Global-route wire length before repair
     - 19690 um
   * - Routability-driven placement congestion ratio
     - 0.8173
   * - Highest clock frequency the design can meet
     - 237.3 MHz
   * - Biggest area consumer among synthesized cells
     - sky130_fd_sc_hd__dfrtp_1
   * - Part of the total power dissipated in sequential elements
     - 48.2%
   * - Power density normalized to cell area
     - 170.2 nW/um2
   * - Max_slew headroom
     - 55.94%
   * - Cell with the largest stage delay on the worst path
     - sky130_fd_sc_hd__o221a_2
   * - Cells along the critical path
     - clkdlybuf4s50_1, inv_1, ha_1, nand2b_1, a2111oi_0, a2111oi_1, o41ai_1, o221a_2, buf_4, mux2i_1
   * - Distinct cell type count of the synthesized netlist
     - 38
   * - Reported max-cap violation count
     - 0
   * - Main area contributors
     - sky130_fd_sc_hd__dfrtp_1 22%, sky130_fd_sc_hd__dfstp_2 16%, sky130_fd_sc_hd__ha_1 15%
   * - Worst-skew pair later-pin latency
     - 350 ps
   * - TritonCTS clock tree
     - done
   * - Kind of end point of the critical path
     - flip-flop
-- cell families (layout without fill, tap and decap cells) --
| group | count (synthesis) | count (layout) | synth area share (%) |
|---|---|---|---|
| buffers and inverters | 88 | 205 | 7.496 |
| AND-OR/OR-AND | 52 | 52 | 6.396 |
| adder cells (fa/ha/maj) | 64 | 64 | 14.99 |
| AND/OR/NAND/NOR | 197 | 197 | 19.30 |
| multiplexers | 75 | 75 | 14.05 |
| flip-flops | 79 | 79 | 37.76 |
-- layer usage --
| metal | vias up | share of wire [%] | routed length (um) | track usage (%) |
|---|---|---|---|---|
| met5 | - | 0 | 0 | 0 |
| met4 | 0 | 0.67 | 78 | 1.408 |
| met3 | 8 | 5.0 | 584 | 4.543 |
| met2 | 88 | 45 | 5181 | 35.15 |
| met1 | 1934 | 50 | 5795 | 36.18 |
| li1 | 2085 | - | - | - |
-- cell usage after synthesis, types with 2 or more instances --
library cell and instances:
sky130_fd_sc_hd__nand4_1 13, sky130_fd_sc_hd__nor3_1 2, sky130_fd_sc_hd__buf_4 2, sky130_fd_sc_hd__a211oi_1 4, sky130_fd_sc_hd__a2111oi_0 2, sky130_fd_sc_hd__dfrtp_1 47
sky130_fd_sc_hd__inv_1 64, sky130_fd_sc_hd__nor2_1 70, sky130_fd_sc_hd__nand2b_1 84, sky130_fd_sc_hd__buf_6 4, sky130_fd_sc_hd__ha_1 64, sky130_fd_sc_hd__nor2b_1 2
sky130_fd_sc_hd__o21ai_0 6, sky130_fd_sc_hd__nand3_1 9, sky130_fd_sc_hd__a21boi_0 3, sky130_fd_sc_hd__dfstp_2 32, sky130_fd_sc_hd__mux2i_1 75, sky130_fd_sc_hd__clkbuf_1 16
sky130_fd_sc_hd__and4_1 2, sky130_fd_sc_hd__buf_12 2, sky130_fd_sc_hd__nand2_1 10, sky130_fd_sc_hd__a21o_1 4, sky130_fd_sc_hd__a21oi_1 22, sky130_fd_sc_hd__or3_1 2
-- cells in the final DEF, fill, tap and decap left out, drive strengths merged, types with 2 or more instances in the layout --
master	netlist	final
a2111oi	3	3
a211oi	4	4
a21boi	4	4
a21o	4	4
a21oi	23	23
and4	2	2
buf	8	6
clkbuf	16	11
clkdlybuf4s50	0	119
clkinv	0	4
dfrtp	47	47
dfstp	32	32
ha	64	64
inv	64	65
mux2i	75	75
nand2	10	10
nand2b	84	84
nand3	9	9
nand4	13	13
nor2	70	70
nor2b	2	2
nor3	2	2
o21ai	6	6
or3	2	2
-- metrics by stage --
| step | instance area, um2 | setup WS [ps] | utilization, % |
|---|---|---|---|
| 3_5_place_dp | 6588 | 1762 | 63.81 |
| 5_1_grt | 6761 | 1923 | 65.50 |
| 4_1_cts | 6761 | 2113 | 65.50 |
| 3_3_place_gp | 6588 | 1896 | 63.81 |
| 6_report | 6761 | 2185 | 65.50 |
| 2_1_floorplan | 5341 | 3153 | - |
-- power groups by stage --
stage     logic (mW)  clock network, mW  registers, mW
4_1_cts        0.258              0.353          0.555
6_report       0.254              0.342          0.555
5_1_grt        0.287              0.372          0.559
-- worst reg2reg max path, delay by kind of cell, from the launching register on --
kind,cells,cell delay (ps)
simple gates,3,900
buf+inv,2,570
compound gates,2,560
flops,1,550
fa+ha+maj,1,290
mux,1,270
-- state kept, by name, indices dropped and copies added, names as in the netlist --
| name | cells |
|---|---|
| mse_min_changed | 1 |
| mse_min_ref | 6 |
| mse_out_valid | 1 |
| mse_max_value | 32 |
| mse_max_changed | 1 |
| mse_max_ref | 6 |
| mse_min_value | 32 |
-- final cells by class --
class | instances | area [um2] | share of cell area (%)
clock buffer | 11 | 141.4 | 2.091
clock inverter | 5 | 32.53 | 0.4811
inverter | 64 | 240.2 | 3.553
multi-input combinational | 388 | 2924 | 43.25
sequential | 79 | 2017 | 29.83
tap | 136 | 170.2 | 2.517
timing repair buffer | 125 | 1236 | 18.28
-- final timing paths --
kind,end,slack (ps),depth (start not counted)
worst max-delay path,mse_max_value[16]$_DFFE_PN0P_,2190,10
worst min-delay path,mse_min_value[18]$_DFFE_PN1P_,520,2
worst max register to register,mse_min_value[24]$_DFFE_PN1P_,3210,9
worst min register to register,mse_min_value[18]$_DFFE_PN1P_,520,2
max in group asynchronous,mse_max_value[27]$_DFFE_PN0P_,4600,2
min in group asynchronous,mse_max_value[12]$_DFFE_PN0P_,860,1
Power is estimated from default activity; no workload was simulated.
