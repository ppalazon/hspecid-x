==> design/flow/design.v <==
`timescale 1ns / 1ps
package hsid_pkg;
  localparam int HSID_WORD_WIDTH = 32;  
  localparam int HSID_DATA_WIDTH = 16;  
  localparam int HSID_DATA_WIDTH_MUL = 32;  
  localparam int HSID_DATA_WIDTH_ACC = 40;  
  localparam int HSID_HSP_BANDS_WIDTH = 7;  
  localparam int HSID_HSP_LIBRARY_WIDTH = 6;  
  localparam int HSID_FIFO_ADDR_WIDTH = 2;  
  localparam int HSID_MEM_ACCESS_WIDTH = HSID_HSP_BANDS_WIDTH + HSID_HSP_LIBRARY_WIDTH;  
  typedef enum logic [3:0] {
    HM_IDLE, HM_CLEAR, HM_CONFIG, HM_ERROR, HM_READ_HSP_CAPTURED,
    HM_COMPUTE_MSE, HM_WAIT_MSE, HM_COMPARE_MSE, HM_DONE
  } hsid_main_state_t;
  typedef enum logic [3:0] {
    HXT_IDLE, HXT_CLEAR, HXT_CONFIG, HXT_START_READ_CAPTURED, HXT_READ_CAPTURED, HXT_START_READ_LIBRARY, HXT_READ_LIBRARY
  } hsid_x_top_t;
  typedef enum logic [2:0] {
    HXOM_IDLE, HXOM_INIT, HXOM_READING, HXOM_DONE, HXOM_CLEAR
  } hsid_x_obi_mem_state_t;
  typedef enum logic [2:0] {
    HID_IDLE, HID_COMPUTE, HID_CHECK, HID_DONE, HID_CLEAR
  } hsid_ite_div_state_t;
endpackage
package hsid_x_obi_inf_pkg;
  typedef struct packed {
    logic        req;
    logic        we;
    logic [3:0]  be;
    logic [31:0] addr;
    logic [31:0] wdata;
  } obi_req_t;
  typedef struct packed {
    logic        gnt;
    logic        rvalid;
    logic [31:0] rdata;
  } obi_resp_t;
endpackage
package hsid_x_reg_pkg;
  typedef struct packed {
    logic        valid;
    logic        write;
    logic [3:0]  wstrb;
    logic [31:0] addr;
    logic [31:0] wdata;
  } reg_req_t;
  typedef struct packed {
    logic        error;
    logic        ready;
    logic [31:0] rdata;
  } reg_rsp_t;
endpackage
`timescale 1ns / 1ps
module hsid_mse_batch_2 #(
    parameter DATA_WIDTH = 16,   
    parameter WORD_WIDTH = DATA_WIDTH * 2,
    parameter DATA_WIDTH_SUM = DATA_WIDTH * 2
  ) (
    input logic clk,
    input logic rst_n,
    input logic [WORD_WIDTH-1:0] data_vctr_1,  
    input logic [WORD_WIDTH-1:0] data_vctr_2,  
    output logic [DATA_WIDTH_SUM-1:0] data_sum_out  
  );
  logic [DATA_WIDTH_SUM-1:0] sq_df_r1;  
  logic [DATA_WIDTH_SUM-1:0] sq_df_r2;
  hsid_sq_df #(
    .DATA_WIDTH(DATA_WIDTH)
  ) sq_df_p1 (
    .clk(clk),
    .rst_n(rst_n),
    .data_in_v1(data_vctr_1[DATA_WIDTH-1:0]),  
    .data_in_v2(data_vctr_2[DATA_WIDTH-1:0]),  
    .data_out(sq_df_r1)  
  );
  hsid_sq_df #(
    .DATA_WIDTH(DATA_WIDTH)
  ) sq_df_p2 (
    .clk(clk),
    .rst_n(rst_n),
    .data_in_v1(data_vctr_1[WORD_WIDTH-1:DATA_WIDTH]),  
    .data_in_v2(data_vctr_2[WORD_WIDTH-1:DATA_WIDTH]),  
    .data_out(sq_df_r2)  
  );
  always_ff @(posedge clk) begin
    if (!rst_n) begin
      data_sum_out <= 0;  
    end else begin
      data_sum_out <= sq_df_r1 + sq_df_r2;  
    end
  end
endmodule
`timescale 1ns / 1ps
module hsid_mse_batch_4 #(
    parameter DATA_WIDTH = 16,   
    parameter WORD_WIDTH = DATA_WIDTH * 4,
    parameter DATA_WIDTH_SUM = DATA_WIDTH * 2
  ) (
    input logic clk,
    input logic rst_n,
    input logic [WORD_WIDTH-1:0] data_vctr_1,  
    input logic [WORD_WIDTH-1:0] data_vctr_2,  
    output logic [DATA_WIDTH_SUM-1:0] data_sum_out  
  );
  logic [DATA_WIDTH_SUM-1:0] mse_2_r1;  
  logic [DATA_WIDTH_SUM-1:0] mse_2_r2;
  hsid_mse_batch_2 #(
    .DATA_WIDTH(DATA_WIDTH)
  ) mse_2_p1 (
    .clk(clk),
    .rst_n(rst_n),
    .data_vctr_1(data_vctr_1[DATA_WIDTH*2-1:0]),  
    .data_vctr_2(data_vctr_2[DATA_WIDTH*2-1:0]),  
    .data_sum_out(mse_2_r1)  
  );
  hsid_mse_batch_2 #(
    .DATA_WIDTH(DATA_WIDTH)
  ) mse_2_p2 (
    .clk(clk),
    .rst_n(rst_n),
    .data_vctr_1(data_vctr_1[WORD_WIDTH-1:DATA_WIDTH*2]),  
    .data_vctr_2(data_vctr_2[WORD_WIDTH-1:DATA_WIDTH*2]),  
    .data_sum_out(mse_2_r2)  
  );
  always_ff @(posedge clk) begin
    if (!rst_n) begin
      data_sum_out <= 0;  
    end else begin
      data_sum_out <= mse_2_r1 + mse_2_r2;  
    end
  end
endmodule
`timescale 1ns / 1ps
module hsid_sq_df #(
    parameter DATA_WIDTH = 16   
  ) (
    input logic clk,
    input logic rst_n,
    input logic [DATA_WIDTH-1:0] data_in_v1,  
    input logic [DATA_WIDTH-1:0] data_in_v2,  
    output logic [(DATA_WIDTH*2)-1:0] data_out  
  );
  logic [DATA_WIDTH-1:0] diff;  
  always_ff @(posedge clk) begin
    if (!rst_n) begin
      data_out <= 0;  
      diff <= 0;  
    end else begin
      diff <= data_in_v1 - data_in_v2;  
      data_out <= diff * diff;  
    end
  end
endmodule
==> design/flow/run.sh <==
#!/bin/bash
# OpenROAD 26Q1-2900-gdf79404cd8, Yosys 0.63+post, stock flow scripts
make -C /OpenROAD-flow-scripts/flow DESIGN_CONFIG=/design/flow/config.mk WORK_HOME=/design/flow/orfs finish
==> design/flow/config.mk <==
export PLATFORM = sky130hd
export DESIGN_NAME = hsid_mse_batch_4
export DESIGN_NICKNAME = hsid_mse_batch_4
export VERILOG_FILES = /design/flow/design.v
export SDC_FILE = /design/flow/constraint.sdc
export NUM_CORES = 4
export LEC_CHECK = 1
export CORE_UTILIZATION = 50
==> design/flow/constraint.sdc <==
current_design hsid_mse_batch_4

set clk_period 9.3
set clk_io_pct 0.2

create_clock -name clk0 -period $clk_period [get_ports {clk}]

set non_clock_inputs [all_inputs -no_clocks]
set_input_delay [expr $clk_period * $clk_io_pct] -clock clk0 $non_clock_inputs
set_output_delay [expr $clk_period * $clk_io_pct] -clock clk0 [all_outputs]
==> flow_summary.json <==
{
  "ys.flops": 284,
  "grt_overflow": 0,
  "postCtsSetupRepairBufs": 0,
  "final_hold_viol_count": 0,
  "antenna_found_initial": 0,
  "async_flop_share_pct": 0,
  "grt_first_pass_wirelength_um": 158000,
  "clkLatencyLatePin_ns": 0.57,
  "skew_ns": 0.0207,
  "irDropWorstVdd_mv": 0.189,
  "ant_nets": 0,
  "setup-violations-final": 0,
  "ys_types": 73,
  "grtUsageMet2_pct": 38.6,
  "grt_max_degree": 72,
  "slowest_stage": "fa_1",
  "synth_seq_share_pct": 13.3,
  "criticalPathCategory": "reg -> reg",
  "place_congestion": 0.937,
  "mi_logic_area_sq_um": 32500,
  "remaining_drc_errors": 0,
  "cts.htree.levels": 2,
  "grt.met1_usage_pct": 36.0,
  "max_slew_margin_pct": 46.2,
  "slowest_delay_ns": 0.52,
  "grtUsageTotal_pct": 23.9,
  "status": "completed",
  "worst_pin_slew_ns": 0.805,
  "cap_violations": 0,
  "cts_sinks": 284,
  "worst-endpoint-required_ns": 9.73,
  "crit_chain": "and2_1 -> fa_1 -> inv_1 -> fa_1 -> inv_1 -> fa_1 -> inv_1 -> fa_1 -> inv_1 -> fa_1 -> inv_1 -> fa_1 -> inv_1 -> ha_1 -> a21oi_1 -> o21ai_1 -> a2111oi_2 -> nor3_2 -> a221o_2 -> a2111oi_4 -> or4_2 -> nand3_1 -> nor3b_2",
  "core_sq_um": 84100,
  "final_max_slew_viol_count": 0,
  "period_used_pct": 72.3,
  "synth_cells": 4878,
  "regArea_sq_um": 5690,
  "first_global_vias": 32100,
  "start_kind": "flop",
  "cts_hold_buf": 0,
  "ys_chip_area_sq_um": 42800,
  "end_kind": "flop",
  "cts_made_buffers": 34,
  "diodes": 0,
  "chipHeight_um": 294,
  "power.density_nw_per_um2": 240,
  "core_util_floorplan_pct": 50.8,
  "use_met3_pct": 4.20,
  "area_delta_synth_final_pct": 8.82,
  "drive_gt1_share_pct": 2.47,
  "worstPathMaxFanout": 17,
  "avgRoutedWirePerCell_um": 15.1,
  "place_hpwl_um": 76300,
  "fmax_mhz": 149,
  "synth-edff-count": 0,
  "yosysWarnings": 3,
  "path_buffers": 6,
  "vias_per_cell": 5.06,
  "first_pass_iters": 7,
  "cp_data_arrival_time_ns": 7.16,
  "totalNegativeSetupSlack_ns": 0,
  "hp-class": "reg -> reg",
  "busiest_layer": "met2",
  "finalPower_uw": 11200,
  "warnings": 35,
  "synth_area_sq_um": 42800,
  "path_clk_slew_ns": 0.06,
  "die_area_sq_um": 86700,
  "io_pins": 162,
  "rows": 106,
  "clk_root_buffer_cell": "clkbuf_16",
  "p_leak_uw": 0.0251,
  "cts_tree": "built",
  "fill_cells": 7805,
  "rsz0062_at_grt": "no",
  "drt-total-wl_um": 92000,
  "port-buffer-count": 161,
  "fin_crit_ns": 6.73,
  "syn_area_per_cell_sq_um": 8.76,
  "drt_iter0_drc": 1321,
  "ff_type": "dfxtp_1",
  "vias": 30900,
  "cts_buffer_depth": 3,
  "die_w_um": 294,
  "cpLargestDelayFamily": "adder cells",
  "cts_resized": 0,
  "ys_cells": 4878
}
==> sequential cells by signal, summed over array words and instances, names as in the netlist <==
name and count:
mse_2_p1.sq_df_p1.diff 16, mse_2_p1.sq_df_p1.data_out 31, mse_2_p1.data_sum_out 32, mse_2_p2.sq_df_p2.data_out 31, mse_2_p2.data_sum_out 32, mse_2_p2.sq_df_p1.diff 16
mse_2_p2.sq_df_p2.diff 16, mse_2_p1.sq_df_p2.diff 16, mse_2_p2.sq_df_p1.data_out 31, mse_2_p1.sq_df_p2.data_out 31, data_sum_out 32
==> synthesized netlist by cell type, types with 131 or more instances <==
cell | number | area [sq um]
nor2_1 | 343 | 1290
a21oi_1 | 204 | 1020
inv_1 | 1081 | 4060
clkbuf_1 | 142 | 533
dfxtp_1 | 284 | 5690
and2_1 | 196 | 1230
nand2_1 | 390 | 1460
fa_1 | 655 | 13100
a21o_1 | 131 | 983
ha_1 | 556 | 6960
xnor2_1 | 137 | 1200
==> cell usage in the layout, fill, tap and decap left out, types with 32 or more instances in the layout <==
| cell | count |
|---|---|
| nand2_1 | 390 |
| and2_1 | 196 |
| o21ai_0 | 107 |
| xnor2_1 | 137 |
| nand4_1 | 32 |
| xor2_1 | 107 |
| nor2_1 | 343 |
| nand3_1 | 46 |
| nor2b_1 | 51 |
| ha_1 | 556 |
| clkdlybuf4s50_1 | 160 |
| nor3_1 | 64 |
| a21o_1 | 131 |
| nand2b_1 | 34 |
| fa_1 | 655 |
| inv_1 | 1080 |
| a21oi_1 | 204 |
| clkbuf_16 | 34 |
| dfxtp_1 | 284 |
==> cell families after synthesis <==
| family | count (synthesis) | share of synthesized area (%) |
|---|---|---|
| and+or+nand+nor | 1248 | 13.8 |
| DFF | 284 | 13.3 |
| adders and majority gates | 1211 | 46.9 |
| AOI/OAI and AO/OA | 658 | 9.97 |
| xor gates and xnor gates | 244 | 5.00 |
| buffers and inverters | 1223 | 10.7 |
| muxes | 10 | 0.249 |
==> worst min-delay path, cell delays in order (launching register included) <==
cell,delay (ns)
dfxtp_1,0.32
ha_1,0.12
and2_1,0.11
==> path summary, 6_finish.rpt <==
kind / slack [ns] / to / from / cells past startpoint
worst max register to register: 2.57 / mse_2_p1.sq_df_p1.data_out[26] / mse_2_p1.sq_df_p1.diff[2] / 23
worst max-delay path: 2.57 / mse_2_p1.sq_df_p1.data_out[26] / mse_2_p1.sq_df_p1.diff[2] / 23
worst min register to register: 0.57 / mse_2_p1.data_sum_out[0] / mse_2_p1.sq_df_p1.data_out[0] / 2
worst min-delay path: 0.57 / mse_2_p1.data_sum_out[0] / mse_2_p1.sq_df_p1.data_out[0] / 2
==> per-layer routing <==
metal | wire length [um] | share of wire [%]
met1 | 42200 | 46
met2 | 43700 | 48
met3 | 4220 | 4.6
met4 | 1860 | 2.0
met5 | 0 | 0
==> final cells by class <==
class | instances | share of cell area [%]
multi-input cells | 3371 | 69.8
flip-flops and latches | 284 | 12.2
inverters | 1081 | 8.74
repair buffers | 178 | 3.73
well taps | 1134 | 3.05
clock buffers | 44 | 2.08
clock inverters | 16 | 0.377
==> where the power goes <==
group | internal, uW | switching, uW | total, uW
combinational | 3320 | 4580 | 7900
clock | 801 | 573 | 1370
sequential | 1580 | 315 | 1900
total | 5700 | 5470 | 11200
==> stage by stage <==
step	setup slack, ns	util (%)	area, sq um	hold slack, ns	cells
5_1_grt	2.12	55.3	46500	0.603	6108
4_1_cts	2.53	55.3	46500	0.575	6108
3_3_place_gp	2.63	54.0	45400	0.547	6048
6_report	2.57	55.3	46500	0.572	6108
2_1_floorplan	2.96	-	42800	0.516	4878
3_5_place_dp	2.56	54.0	45400	0.558	6048
No activity file was given, so power comes from the tool's default toggle rates.
